### ./run.sh
#!/bin/bash
# OpenROAD 26Q1-2900-gdf79404cd8, Yosys 0.63+post, stock flow scripts
make -C /OpenROAD-flow-scripts/flow DESIGN_CONFIG=/design/flow/config.mk WORK_HOME=/design/flow/orfs finish
### ./config.mk
export PLATFORM = sky130hd
export DESIGN_NAME = simple_ram
export DESIGN_NICKNAME = simple_ram
export VERILOG_FILES = /design/flow/design.v
export SDC_FILE = /design/flow/constraint.sdc
export NUM_CORES = 4
export LEC_CHECK = 1
export CORE_UTILIZATION = 50
### ./constraint.sdc
current_design simple_ram

set clk_period 13.2
set clk_io_pct 0.2

create_clock -name clk0 -period $clk_period [get_ports {clk}]

set non_clock_inputs [all_inputs -no_clocks]
set_input_delay [expr $clk_period * $clk_io_pct] -clock clk0 $non_clock_inputs
set_output_delay [expr $clk_period * $clk_io_pct] -clock clk0 [all_outputs]
### ./design.v
module simple_ram(
    input [2:0] device_select,
    input clk,
    input [15:0] addr_in,
    input we,
    input oe,
    input [7:0] data_in,
    output reg [7:0] data_out
    );
    parameter device_address = 3'b001;
    reg [7:0] mem [0:255];
    initial begin
        mem[0] = 8'h00;
        mem[1] = 8'h02;
        mem[2] = 8'h03;  
        mem[3] = 8'h06;
        mem[4] = 8'hF0;  
        mem[5] = 8'h00;
        mem[6] = 8'h0D;
        mem[7] = 8'h00;
        mem[8] = 8'h0C;
        mem[9] = 8'h80;  
        mem[10] = 8'h07;
        mem[11] = 8'h00;  
        mem[12] = 8'h03;  
        mem[13] = 8'h17;  
        mem[14] = 8'h1E;  
        mem[15] = 8'h00;  
        mem[16] = 8'h28;  
        mem[17] = 8'h06;  
        mem[18] = 8'hF0;  
        mem[19] = 8'h05;  
        mem[20] = 8'h2B;  
        mem[21] = 8'h07;
        mem[22] = 8'h01;  
        mem[23] = 8'h0F;  
        mem[24] = 8'h24;  
        mem[25] = 8'h21;  
        mem[26] = 8'h00;  
        mem[27] = 8'h0A;  
        mem[28] = 8'h28;  
        mem[29] = 8'h0F;  
        mem[30] = 8'h23;  
        mem[31] = 8'h1D;  
        mem[32] = 8'h00;  
        mem[33] = 8'h0A;  
        mem[40] = 8'h01;
        mem[128] = "H";
        mem[129] = "e";
        mem[130] = "l";
        mem[131] = "l";
        mem[132] = "o";
        mem[133] = " ";
        mem[134] = "W";
        mem[135] = "o";
        mem[136] = "r";
        mem[137] = "l";
        mem[138] = "d";
        mem[139] = "!";
        mem[140] = "\n";
        mem[141] = "\r";
        mem[140] = 8'h00;
    end
    assign data_out = (oe && (device_address == device_select)) ? mem[addr_in[7:0]] : 8'hZZ;
    always @(posedge clk)
    begin
        if (we && (device_address == device_select))
            mem[addr_in[7:0]] <= data_in;
    end
endmodule
==> flow_metrics.env <==
# flow metrics
export IMPL_outcome="finished, final reports clean"
export IMPL_totalWireLength_um=181500
export IMPL_cts_tree="built"
export IMPL_p_seq_frac=0.541
export IMPL_power_share_switching=0.2035
export IMPL_crit_arrival_ns=7.51
export IMPL_synth_seq_cells=2048
export IMPL_place_area_mm2=0.08090
export IMPL_core_area_mm2=0.1546
export IMPL_largest_reg_flops=2048
export IMPL_synthCells=3518
export IMPL_holdCritPathClass="in2reg"
export IMPL_whs_ns=2.338
export IMPL_cp_max_fo=77
export IMPL_finalMaxSlewViolations=0
export IMPL_num_vias=36333
export IMPL_warnings=35
export IMPL_synth_distinct_cells=22
export IMPL_slew_headroom=0.3551
export IMPL_area_growth_pct=11.70
export IMPL_whs_path_depth=1
export IMPL_diodes=0
export IMPL_n_fill_cell=10883
export IMPL_yosys_warnings=3
export IMPL_wl_per_cell_um=31.18
export IMPL_worst_hold_startpoint="data_in[2]"
export IMPL_drv_cap=0
export IMPL_track_usage=0.2687
export IMPL_p_per_area_mw_per_mm2=151.6
export IMPL_switchingPower_uw=2693
export IMPL_die_x_um=397.3
export IMPL_fp_utilization=0.5054
export IMPL_vias_per_cell=6.242
export IMPL_critPathCaptureType="output pin"
export IMPL_post_cts_resized=0
export IMPL_fmax_ghz=0.09849
export IMPL_power_leakage_uw=0.02627
export IMPL_htree_levels=4
export IMPL_yosys_stat_seqShare=0.7872
export IMPL_post_route_min_period_ns=10.15
export IMPL_stdcell_area_mm2=0.08727
export IMPL_gr_total_overflow=0
export IMPL_io_pins=38
export IMPL_finalHoldViolCount=0
export IMPL_cp_data_required_time_ns=10.56
export IMPL_fin_crit_sh=0.7692
export IMPL_numCtsBuffers=200
export IMPL_hpwl_um=108400
export IMPL_portBuffers=28
export IMPL_drt_initial_drc_count=2276
export IMPL_cts_reportedPaths_clkPinSlew_ns=0.06
export IMPL_ys_area_mm2=0.07813
export IMPL_hold_buffers=0
export IMPL_yosys_cells=3518
export IMPL_drc=0
export IMPL_drive_above_1_share=0.2407
export IMPL_finalSetupViolCount=0
export IMPL_dieHeight_um=397.3
export IMPL_post_cts_buffers=0
export IMPL_gp_congestion=0.8772
export IMPL_p_comb_frac=0.042
export IMPL_grt_pass1_wl_um=268700
export IMPL_cts_sinks=2048
export IMPL_worstMarginPinSlew_ns=0.9637
export IMPL_ant_nets=0
export IMPL_rows=144
export IMPL_p_int_uw=10540
export IMPL_grt_pass1_vias=41748
export IMPL_setup_tns_ns=0
export IMPL_p_clk_frac=0.417
export IMPL_clock_root_buffer="clkbuf_16"
export IMPL_min_to="mem[116][2]$_DFFE_PP_"
export IMPL_worstSetupPathType="in2out"
export IMPL_grt_setup_unrepaired="false"
export IMPL_die_area_mm2=0.1578
export IMPL_vdd_drop_max_v=0.0001517
export IMPL_worst_setup_path_start_kind="input port"
export IMPL_antenna_found_initial=3
export IMPL_syn_avg_cell_area_um2=22.21
export IMPL_firstDrtPassIters=8
export IMPL_grt_max_degree=100
export IMPL_syn_area_mm2=0.07813
export IMPL_cts_path_max_buffers=3
through the flow:
| stage | total power (µW) | worst slack (ns) | cells | util |
|---|---|---|---|---|
| 2_1_floorplan | 7598 | 6.125 | 3518 | - |
| 3_3_place_gp | 7843 | 2.454 | 5471 | 0.5233 |
| 3_5_place_dp | 7859 | 2.998 | 5471 | 0.5234 |
| 4_1_cts | 13340 | 2.986 | 5821 | 0.5645 |
| 5_1_grt | 13630 | 2.658 | 5821 | 0.5645 |
| 6_report | 13230 | 3.047 | 5821 | 0.5645 |
cells in the final DEF, fill, tap and decap left out, types with 2 or more instances in the layout:
cell and instances:
clkinv_1 34, a22oi_1 256, inv_6 5, clkinv_16 2, clkbuf_8 8, clkdlybuf4s50_1 18, edfxtp_1 2048, buf_12 5
nor2_1 259, clkbuf_16 203, clkbuf_1 42, nand4_1 8, buf_8 2, inv_16 2, nor2b_1 4, buf_4 101
o41ai_1 31, clkinv_4 2, nand3_1 4, a21oi_1 128, nor2b_4 2, mux4_2 512, nand2_1 30, bufinv_16 19
clkinv_2 29, clkinvlp_4 8, clkinv_8 4
area by class of cell:
cell class	instances	area, µm²	share of cell area
Clock buffer	245	5238	0.06001
Tap cell	2044	2557	0.02930
Clock inverter	105	1130	0.01295
Sequential cell	2048	61500	0.7047
Timing Repair Buffer	134	1179	0.01351
Multi-Input combinational cell	1245	15670	0.1795
metal layers:
metal	GRT usage	up-vias	wire length, µm	part of all wire
met5	0.01513	-	299	0.0016
met3	0.2206	286	32930	0.18
met1	0.3443	18418	57380	0.32
met4	0.05680	10	4885	0.027
met2	0.3779	2443	86030	0.47
li1	-	15176	-	-
synthesized netlist by cell type (all sizes together):
cell | count | share of area
a21oi | 128 | 0.0082
a22oi | 256 | 0.025
and2 | 2 | 0.00016
and3 | 1 | 0.000080
and3b | 1 | 0.00011
buf | 72 | 0.0054
clkbuf | 153 | 0.0074
edfxtp | 2048 | 0.79
mux4 | 512 | 0.15
nand2 | 30 | 0.0014
nand2b | 2 | 0.00016
nand3 | 4 | 0.00026
nand4 | 8 | 0.00064
nor2 | 260 | 0.012
nor2b | 6 | 0.00048
nor3b | 1 | 0.000096
nor4bb | 1 | 0.00013
o41ai | 32 | 0.0036
or2 | 1 | 0.000080
worst max-delay path, stage by stage:
cell and delay, ns:
buf_8 0.36, buf_12 0.46, buf_4 0.73, mux4_2 0.60, a22oi_1 0.39, a21oi_1 0.20, o41ai_2 0.85, buf_4 0.25
nand4_1 0.28, clkdlybuf4s50_1 0.51
power groups by stage:
stage / logic [µW] / clock network [µW] / registers (µW)
after CTS: 567 / 5620 / 7160
final: 559 / 5520 / 7160
after global routing: 607 / 5870 / 7150
logic make-up (layout without fill, tap and decap cells):
| kind of cell | after synthesis | after routing | share of synthesized area |
|---|---|---|---|
| flops | 2048 | 2048 | 0.7872 |
| mux | 512 | 512 | 0.1476 |
| compound gates | 416 | 416 | 0.03639 |
| simple gates | 317 | 317 | 0.01613 |
| buf+inv | 225 | 484 | 0.01273 |
how the worst max path moves through the flow:
| stage | from | end | slack (ns) | cells past startpoint |
|---|---|---|---|---|
| after CTS | addr_in[0] | data_out[6] | 2.99 | 10 |
| final | addr_in[0] | data_out[6] | 3.05 | 10 |
| after global routing | addr_in[0] | data_out[6] | 2.66 | 10 |
Power figures rest on the tool's default switching activity, not on a simulated workload.
