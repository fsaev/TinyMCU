[flow/design.v]
module uart(   input [2:0] device_select,
               input clk,
               input [7:0] mmio_data_in,
               input [15:0] mmio_addr,
               input mmio_wr,
               input mmio_rd,
               input reg rx,
               output reg tx,
               output reg [7:0] mmio_data_out
);
parameter device_address = 3'b011;
typedef enum logic [2:0] {
    READY,
    SHIFT_OUT_BYTE
} tx_state_e;
reg [7:0] CR = 0;  
reg [7:0] SR = 0;  
reg [7:0] CDIV_H = 0;  
reg [7:0] CDIV_L = 0;  
reg [7:0] DI = 0;  
reg [7:0] DO = 0;  
reg DO_has_data = 0;  
reg [9:0] byte_out = 0;
reg [3:0] bit_cnt = 0;
reg [7:0] DI_shift_reg [0:7];
tx_state_e tx_state;
always_ff @(posedge clk) begin
    if(device_select == device_address) begin
        if(mmio_wr) begin
            case(mmio_addr)
                16'h0000: CR <= mmio_data_in;
                16'h0001: begin end  
                16'h0002: CDIV_H <= mmio_data_in;
                16'h0003: CDIV_L <= mmio_data_in;
                16'h0004: begin end  
                16'h0005: begin 
                            DO <= mmio_data_in;
                            DO_has_data <= 1;
                          end
                default: begin end  
            endcase
        end
        if(mmio_rd) begin
            case(mmio_addr)
                16'h0000: mmio_data_out <= CR;
                16'h0001: mmio_data_out <= SR;
                16'h0002: mmio_data_out <= CDIV_H;
                16'h0003: mmio_data_out <= CDIV_L;
                16'h0004: mmio_data_out <= DI;
                16'h0005: mmio_data_out <= DO;
                default:  begin end  
            endcase
        end
    end
end
always_comb begin
    SR[0] = !((DI & 8'hFF) > 0);  
    SR[1] = (tx_state == READY);  
end
always_ff @(posedge clk) begin
        case(tx_state)
            READY: begin
                tx <= 1;  
                if(CR[0]) begin  
                    if(DO_has_data == 1) begin  
                        byte_out[9] <= 1;  
                        byte_out[8:1] <= DO[7:0];
                        byte_out[0] <= 1;  
                        bit_cnt <= 0;
                        DO_has_data <= 0;  
                        tx_state <= SHIFT_OUT_BYTE;
                    end
                end
            end
            SHIFT_OUT_BYTE: begin
                if(bit_cnt < 10) begin
                    tx <= byte_out[9 - bit_cnt];
                    bit_cnt <= bit_cnt + 1;
                end else begin
                    tx <= 1;  
                    tx_state <= READY;
                end
            end
            default: begin
            end
        endcase
end
endmodule
[flow/constraint.sdc]
current_design uart

set clk_period 4.3
set clk_io_pct 0.2

create_clock -name clk0 -period $clk_period [get_ports {clk}]

set non_clock_inputs [all_inputs -no_clocks]
set_input_delay [expr $clk_period * $clk_io_pct] -clock clk0 $non_clock_inputs
set_output_delay [expr $clk_period * $clk_io_pct] -clock clk0 [all_outputs]
[flow/config.mk]
export PLATFORM = sky130hd
export DESIGN_NAME = uart
export DESIGN_NICKNAME = uart
export VERILOG_FILES = /design/flow/design.v
export SDC_FILE = /design/flow/constraint.sdc
export NUM_CORES = 4
export LEC_CHECK = 1
export CORE_AREA = 10 10 114 114
export DIE_AREA = 0 0 124 124
[flow/run.sh]
#!/bin/bash
# OpenROAD 26Q1-2900-gdf79404cd8, Yosys 0.63+post, stock flow scripts
make -C /OpenROAD-flow-scripts/flow DESIGN_CONFIG=/design/flow/config.mk WORK_HOME=/design/flow/orfs finish
==> notes.md <==
Synthesis and PnR results.

- The flow ran to the end, and the final reports show no timing, DRC or antenna violations.
- The final timing summary puts the cycle share of the worst path at 0.657.
- Before antenna repair, the detailed router went through 4 iterations.
- The maximum buffer depth of the clock tree reads 2.
- The core outline area is 10400 µm².
- The cell taking the most area after synthesis is sky130_fd_sc_hd__edfxtp_1.
- The chip footprint is 15400 µm².
- The max-capacitance violation count reads 0.
- The first-pass GRT wire length reads 6040 µm.
- The share of the Yosys chip area taken by registers is 0.733.
- The clock drives 47 sinks.
- STA classifies the critical path startpoint as an input port.
- The number of stages on the worst hold path reads 2.
- The hold-fix buffer count after cts reads 0.
- In this build the clock could be raised as far as 354 MHz.
- The post-layout utilization of the core reads 0.249.
- Summing over every cut layer, the via total after detailed routing is 1146.
- The latest clock arrival within the worst-skew pair reads 0.29 ns.
- The most numerous cell in the Yosys netlist is sky130_fd_sc_hd__edfxtp_1.
- The clock slew seen by the registers of the worst setup and hold paths reads 0.08 ns.
- The post-placement cell count is 300.
- The measured slew at the worst slew-check pin reads 0.476 ns.
- Counting flops with an async set or reset pin after synthesis yields a share of 0.
- For this configuration, the core starts out at a cell density of 0.182.
- The post-synth tally of flip-flops with integrated enable reads 45.
- Setup slack on the worst path after placement came out at 1.17 ns.
- The clock tree from TritonCTS is yes.
- The number of port buffers is 38.
- In this run the post-CTS setup repair buffer count came out at 0.
- STA lists the startpoint of the worst register-to-register path as bit_cnt[2]$_DFFE_PP_.
- Warnings raised by the tools during the run amount to 26.
- The critical path capture point type reads a flip-flop.
- The die width is 124 µm.
- The quantity of gates resized following cts reads 0.
- The cell row count reads 37.
- The cell area after placement reads 2500 µm².
- The final setup violation count is 0.
- The highest layer touched by signal routing is met4.
- In the synthesized netlist the dominant register cell turns out to be sky130_fd_sc_hd__edfxtp_1.
- The worst hold path startpoint reads tx_state[1]$_DFF_P_.
- The number of H-tree levels reads 2.
- The cell area after synthesis is 1900 µm².
- In the Yosys stats the netlist draws on 31 distinct library cells.
- The via count of the first global-routing pass came to 1191.
- The number of warnings printed during yosys synthesis reads 2.
- The synthesis report lists the most area-consuming cells as sky130_fd_sc_hd__edfxtp_1, sky130_fd_sc_hd__mux2i_1, sky130_fd_sc_hd__a21o_2.
- The number of buffers created by CTS reads 5.
- The aggregate negative setup slack is 0 ns.
- In this run the tightest slew margin relative to its limit is 0.682.
- The worst endpoint data arrival time reads 2.84 ns.
- The iteration-0 DRC count of the detailed router reads 72.
- The wire length recorded after detailed routing is 3970 µm.
- Dividing the synthesized area by the synthesized cell count gives 15.6 µm².
- The leakage power figure is 0.847 nW.
- The root cell of the clock tree reads sky130_fd_sc_hd__clkbuf_8.
- The worst endpoint required time is 4.32 ns.
- The commonest cells after synthesis are sky130_fd_sc_hd__edfxtp_1, sky130_fd_sc_hd__inv_1, sky130_fd_sc_hd__mux2i_1, sky130_fd_sc_hd__nand2_1, sky130_fd_sc_hd__o22ai_1.
- The global placement routability congestion reads 0.788.
- The clock tree skew after final layout is 0.00304 ns.
- The total global routing overflow reads 0.
- The post-route non-filler standard cell count reads 309.
- The number of hold-slack violations in the final timing report is 0.
- The layout overhead on the synthesized area is 36.3%.
- The critical path launch point reads mmio_addr[1].
- The share of post-route cells with drive strength above 1 is 0.151.
- The detailed-routed wire length on met2 reads 1470 µm.
- The detailed-route wire length per cell reads 12.9 µm.
- The total non-filler cell area in the finished layout is 2590 µm².
- The final tally of max-slew violations reads 0.
- The final period demand of the worst path is 2.82 ns.
- The slowest stage cell on the critical path reads sky130_fd_sc_hd__clkdlybuf4s50_1.
- The initial antenna violation count was 1.
- The stat command in Yosys gives a chip area of 1900 µm².
- Setup repair after global routing left no endpoint under its margin.
- The power per cell area reads 309 nW/µm².
- The path category of the worst min-delay check reads flip-flop to flip-flop.
- Summed over all nets, the half-perimeter wirelength after detailed placement is 2950 µm.
- Synthesis produced a netlist whose cell count is 122.
- In this run the remaining antenna-violating nets after routing total 0.
- The number of cells on the worst reg-to-reg path is 3.
- The count of unresolved DRC violations after routing is 0.
- The peak ir drop on the vdd network is 0.000125 V.
- The via-per-instance ratio is 3.71.
- Across every metal layer, demand over resource in global routing totals 0.0510.
- The fraction of synthesized cell area taken by the top area cell type is 0.711.
- The pin count of the biggest net entering global routing reads 17.
- In the detailed route, the total length drawn on met3 is 504 µm.
- The category of the most critical setup path is input port to flip-flop.
- In the per-layer summary, the met1 wirelength comes to 1960 µm.
- The die span in y is 124 µm.
- Counting flops and latches in the post-synthesis netlist gives 47.
- The top-level port count is 40.
- Per the Yosys statistics, synthesis produced 122 cells.
- The post-layout worst setup margin reads 1.48 ns.
- The critical-path maximum fanout reads 11.
- The cell sequence reported for the critical path is clkdlybuf4s50_1 > nor4b_1 > nand4_1 > nor3_1 > buf_4.
- The biggest cell delay along the critical path reads 0.68 ns.
==> per-layer routing <==
metal | vias to the layer above | track usage
li1 | 574 | -
met1 | 526 | 0.0713
met2 | 41 | 0.0709
met3 | 5 | 0.0285
met4 | 0 | 0.00647
met5 | - | 0
==> metrics by stage <==
step | total power [mW] | hold slack, ns
floorplan | 0.520 | 0.446
global route | 0.834 | 0.534
finish | 0.799 | 0.478
CTS | 0.807 | 0.479
global placement | 0.554 | 0.458
detailed placement | 0.555 | 0.467
==> cell type report <==
type / instances / area [µm²]
inverter: 10 / 37.5
sequential: 47 / 1390
clock buffer: 5 / 68.8
tap: 136 / 170
timing repair buffer: 45 / 433
clock inverter: 3 / 20.0
fill: 1071 / 7830
multi-input combinational: 62 / 465
antenna: 1 / 2.50
==> final timing paths <==
path | slack (ns) | to
worst min-delay path | 0.48 | tx_state[0]$_DFF_P_
worst max register to register | 2.88 | bit_cnt[0]$_DFFE_PP_
worst min register to register | 0.48 | tx_state[0]$_DFF_P_
worst max-delay path | 1.48 | CDIV_H[7]$_DFFE_PP_
==> critical path: cells and delay by family <==
| kind | cells | cell delay (ns) |
|---|---|---|
| buf+inv | 2 | 0.88 |
| simple gates | 3 | 1.09 |
==> flip-flops by register name, summed over array words and instances, names as in the netlist <==
register       count
bit_cnt            4
DO                 8
tx_state           2
CDIV_L             8
mmio_data_out      8
tx                 1
CDIV_H             8
CR                 8
==> where the power goes <==
part / leakage, nW / switching, mW / internal [mW] / total (mW)
registers: 0.434 / 0.000000148 / 0.498 / 0.498
clock network: 0.0402 / 0.142 / 0.113 / 0.255
logic: 0.373 / 0.0177 / 0.0289 / 0.0466
total: 0.847 / 0.159 / 0.640 / 0.799
==> layout by cell type (no fill, tap or decap), types with 2 or more instances in the layout <==
cell type	count
sky130_fd_sc_hd__edfxtp_1	45
sky130_fd_sc_hd__clkdlybuf4s50_1	38
sky130_fd_sc_hd__inv_1	10
sky130_fd_sc_hd__buf_4	7
sky130_fd_sc_hd__nand2_1	6
sky130_fd_sc_hd__mux2i_1	6
sky130_fd_sc_hd__o22ai_1	6
sky130_fd_sc_hd__nor3_1	5
sky130_fd_sc_hd__nor2_1	5
sky130_fd_sc_hd__a21o_2	5
sky130_fd_sc_hd__clkbuf_8	5
sky130_fd_sc_hd__nor4b_1	3
sky130_fd_sc_hd__nand4_1	3
sky130_fd_sc_hd__nor4_4	2
sky130_fd_sc_hd__nand3b_1	2
sky130_fd_sc_hd__a21oi_1	2
sky130_fd_sc_hd__a221o_1	2
sky130_fd_sc_hd__nand3_1	2
sky130_fd_sc_hd__clkinvlp_4	2
sky130_fd_sc_hd__dfxtp_1	2
==> cells by family (layout without fill, tap and decap cells) <==
| family | count (synthesis) | in the layout | synth area share |
|---|---|---|---|
| other | 0 | 1 | 0 |
| DFF | 47 | 47 | 0.733 |
| adders and majority gates | 1 | 1 | 0.00659 |
| AOI/OAI and AO/OA | 21 | 21 | 0.0843 |
| xor gates and xnor gates | 2 | 2 | 0.00922 |
| and+or+nand+nor | 31 | 31 | 0.104 |
| buffers and inverters | 13 | 63 | 0.0257 |
| muxes | 7 | 7 | 0.0376 |
Power is estimated from default activity; no workload was simulated.
